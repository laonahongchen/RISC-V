`/design/flow/config.mk`:
```
export PLATFORM = sky130hd
export DESIGN_NAME = regfile
export DESIGN_NICKNAME = regfile
export VERILOG_FILES = /design/flow/design.v
export SDC_FILE = /design/flow/constraint.sdc
export NUM_CORES = 4
export LEC_CHECK = 1
export CORE_UTILIZATION = 50
```
`/design/flow/design.v`:
```
module regfile (
    input wire clk,
    input wire rst,
    input wire we,
    input wire[4:0] waddr,
    input wire[31:0] wdata,
    input wire re1,
    input wire[4:0] raddr1,
    output reg[31:0] rdata1,
    input wire re2,
    input wire[4:0] raddr2,
    output reg[31:0] rdata2
);
reg[31:0] regs[32 - 1:0];
integer i;
always @ ( posedge clk ) begin
    if(rst  == 1'b0) begin
        if((we == 1'b1) && (waddr != 5'h0)) begin
            regs[waddr] <= wdata;
        end
    end else begin
        for(i = 0; i < 32; i = i + 1)
            regs[i] = 1'b0;
    end
end
always @ ( * ) begin
    if (rst == 1'b1 ) begin
        rdata1 = 32'h00000000;
    end else if ((raddr1 == waddr) && (we == 1'b1) && (re1 == 1'b1)) begin
        rdata1 = wdata;
    end else if (re1 == 1'b1) begin
        rdata1 = regs[raddr1];
    end else begin
        rdata1 = 32'h00000000;
    end
end
always @ ( * ) begin
    if (rst == 1'b1 ) begin
        rdata2 = 32'h00000000;
    end else if ((raddr2 == waddr) && (we == 1'b1) && (re2 == 1'b1)) begin
        rdata2 = wdata;
    end else if (re2 == 1'b1) begin
        rdata2 = regs[raddr2];
    end else begin
        rdata2 = 32'h00000000;
    end
end
endmodule  
```
`/design/flow/run.sh`:
```
#!/bin/bash
# OpenROAD 26Q1-2900-gdf79404cd8, Yosys 0.63+post, stock flow scripts
make -C /OpenROAD-flow-scripts/flow DESIGN_CONFIG=/design/flow/config.mk WORK_HOME=/design/flow/orfs finish
```
`/design/flow/constraint.sdc`:
```
current_design regfile

set clk_period 12.5
set clk_io_pct 0.2

create_clock -name clk0 -period $clk_period [get_ports {clk}]

set non_clock_inputs [all_inputs -no_clocks]
set_input_delay [expr $clk_period * $clk_io_pct] -clock clk0 $non_clock_inputs
set_output_delay [expr $clk_period * $clk_io_pct] -clock clk0 [all_outputs]
```
==> results.toml <==
# flow metrics
[hold_path]
hold_class = "reg -> reg"
min_to = "regs[30][24]$_SDFFE_PP0P_"
whs_path_depth = 2
hp-start = "regs[30][24]$_SDFFE_PP0P_"

[floorplan]
num_rows = 119
chipArea_sq_um = 109000
fp_util_pct = 50.7
die_w_microns = 330
dieHeight_microns = 330
coreArea_sq_um = 106000
ioPinCount = 116

[cts]
cts_tree = "done"
clock_latency_ps = 710
cts_sinks = 1024
numCtsBuffers = 115
post_cts_buffers = 0
htreeDepth = 3
clkTransAtPathRegs_ps = 60
cts_resized = 0
cts_hold_buf = 0
cts_buffer_depth = 3
cts_root_buf = "clkbuf_16"

[setup_path]
reg2reg_depth = 2
slowest_stage = "buf_4"
critical_path_class = "in -> out"
worstPathArrival_ps = 6500
ff2ff_setup_slack_ps = 11790
crit_chain = "buf_8 > buf_4 > buf_4 > mux2i_1 > a22oi_1 > a21oi_1 > o21ai_0 > a32o_1 > clkdlybuf4s50_1"
crit_path_end_kind = "output pin"
crit_required_ps = 10000
timing.rr.end = "regs[14][10]$_SDFFE_PP0P_"
crit_fanout = 52
cp_common_cell = "buf_4"
cpPeakStageDelay_ps = 750
regToRegStartpoint = "regs[14][10]$_SDFFE_PP0P_"
start_kind = "primary input"

[grt]
grt_overflow = 0
grt_usage_pct = 39.0
antenna_found_initial = 3
grt_pass1_vias = 47000
grt_max_degree = 153
grt_pass1_wl_mm = 304

[logic_synthesis]
synth-edff-count = 0
yosysTopAreaCell = "dfxtp_1"
yosysWarningCount = 1
top_cell_area_share_pct = 38.1
synthTopCellsByArea = "dfxtp_1 38%, mux2i_1 15%, nand2_1 15%"
async_flop_share_pct = 0
yosys_area_sq_um = 53800
ff_type = "dfxtp_1"
ys_ff = 1024
syn_area_sq_um = 53800
ys_seq_share_pct = 38.1
synth.distinct_cells = 40
syn_area_per_cell_sq_um = 8.09
ys_cells = 6648
synth_cells = 6648

[final_timing]
worst_pin_slew_ps = 958
skew_ps = 0
setup_viol = 0
finalHoldViolations = 0
slew_violations = 0
setup_tns_ps = 0
max_freq_ghz = 0.111
fin_crit_sh_pct = 72.0
slew_headroom_pct = 36.2
layout_min_cycle_time_ps = 9000
rsz0062_at_grt = "false"

[flow_run]
warnings = 30
maxCapViolations = 0

[cells_and_area]
top_register = "regs"
area_delta_synth_final_pct = 9.69
lay_top_cells = "2112 x nand2_1, 1110 x a21oi_1, 1024 x dfxtp_1, 832 x mux2i_1, 384 x a22oi_1"
fill_cells = 9643
largest_reg_flops = 1024
reg_top3 = "regs (1024)"
finish.utilization_pct = 55.6
lay_top_count = "nand2_1"
drive_gt1_share_pct = 9.10

[routing]
drtIter0Drc = 5012
postRouteAntennaNets = 0
via_per_inst = 6.28
first_pass_iters = 6
antenna_cells = 0
wl_per_cell_microns = 26.2
post-route-drc-count = 0
totalWireLength_mm = 205
vias = 49200

[placement]
gp_congestion = 0.995
numPortBuffers = 115
dp_hpwl_mm = 120

[power]
ir_drop_v = 0.000101
p_leak_nw = 20.6
power_density_nw_per_um2 = 127

[run_status]
status = "finished, final reports clean"
==> cell usage after synthesis, drive strengths merged, types with 3 or more instances <==
cell / number
nand2b: 3
a22oi: 384
nor2b: 38
dfxtp: 1024
buf: 357
mux4: 128
a32o: 64
or2: 3
xor2: 8
clkbuf: 338
a211oi: 64
nor2: 43
and2: 6
nand2: 2145
o21ai: 64
or3b: 3
a21oi: 1120
inv: 3
mux2i: 832
nand3b: 3
==> layer usage <==
| layer | routed length, microns | vias up | track usage, % |
|---|---|---|---|
| li1 | - | 22500 | - |
| met1 | 81700 | 23700 | 55.2 |
| met3 | 27500 | 460 | 16.0 |
| met5 | 23 | - | 0 |
| met2 | 88500 | 2529 | 55.9 |
| met4 | 7280 | 4 | 12.3 |
==> worst max path at each step <==
stage | start | to | slack, ps
final | raddr2[1] | rdata2[22] | 3500
after global routing | raddr2[1] | rdata2[22] | 3410
after CTS | raddr2[1] | rdata2[22] | 3720
==> report_power, final <==
part | switching (mW) | internal [mW] | leakage, nW
combinational | 0.528 | 0.225 | 10.5
sequential | 0.00948 | 3.28 | 8.25
clock | 1.43 | 2.02 | 1.89
total | 1.97 | 5.52 | 20.6
==> per-stage QoR <==
| step | hold WS (ps) | cell area (sq um) | setup WS [ps] | total power [mW] | std cells |
|---|---|---|---|---|---|
| final | 465 | 59000 | 3500 | 7.49 | 7832 |
| after global routing | 478 | 59000 | 3410 | 7.68 | 7832 |
| after CTS | 464 | 59000 | 3720 | 7.49 | 7832 |
| after detailed placement | 456 | 55200 | 3730 | 4.08 | 7625 |
| after global placement | 449 | 55200 | 3750 | 4.08 | 7625 |
| after floorplan | 443 | 53800 | 5930 | 3.80 | 6648 |
==> area by class of cell <==
type	instances	area (sq um)	share of cell area, %
Clock buffer	175	3470	5.87
Clock inverter	32	357	0.604
Inverter	3	11.3	0.0191
Multi-Input combinational cell	4926	30400	51.6
Sequential cell	1024	20500	34.7
Tap cell	1391	1740	2.95
Timing Repair Buffer	281	2490	4.22
==> cell families after synthesis <==
family | Yosys count | share of synthesized area [%]
AND-OR/OR-AND | 1698 | 18.6
XOR/XNOR | 10 | 0.163
buffers and inverters | 698 | 5.92
flip-flops | 1024 | 38.1
multiplexers | 960 | 20.8
AND/OR/NAND/NOR | 2258 | 16.4
==> critical path, delay by kind of cell <==
family | cells | cell delay, ps
mux | 1 | 260
buf+inv | 4 | 2240
compound gates | 4 | 1320
Power figures rest on the tool's default switching activity, not on a simulated workload.
