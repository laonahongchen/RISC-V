`run.sh`:
```
#!/bin/bash
# OpenROAD 26Q1-2900-gdf79404cd8, Yosys 0.63+post, stock flow scripts
make -C /OpenROAD-flow-scripts/flow DESIGN_CONFIG=/design/flow/config.mk WORK_HOME=/design/flow/orfs finish
```
`config.mk`:
```
export PLATFORM = sky130hd
export DESIGN_NAME = ex
export DESIGN_NICKNAME = ex
export VERILOG_FILES = /design/flow/design.v
export SDC_FILE = /design/flow/constraint.sdc
export NUM_CORES = 4
export LEC_CHECK = 1
export CORE_UTILIZATION = 30
```
`constraint.sdc`:
```
current_design ex

set clk_period 23.7
set clk_io_pct 0.2

create_clock -name clk0 -period $clk_period

set non_clock_inputs [all_inputs -no_clocks]
set_input_delay [expr $clk_period * $clk_io_pct] -clock clk0 $non_clock_inputs
set_output_delay [expr $clk_period * $clk_io_pct] -clock clk0 [all_outputs]
```
`design.v`:
```
module ex (
    input wire                  rst,
    input wire[31:0]    pc_i,
    input wire[5:0]       aluop_i,
    input wire[2:0]      alusel_i,
    input wire[31:0]         reg1_i,
    input wire[31:0]         reg2_i,
    input wire[4:0]     wd_i,
    input wire                  wreg_i,
    input wire[31:0]         offset_i,
    output reg[4:0]     wd_o,
    output reg                  wreg_o,
    output reg[31:0]         wdata_o,
    output reg                  stall_req_o,
    output reg                  b_flag_o,
    output reg[31:0]    b_target_o,
    output reg[5:0]       aluop_o,
    output reg[31:0]         mem_addr_o,
    output reg                  is_ld
);
reg[31:0] logicout;
reg[31:0] shiftout;
reg[31:0] arithout;
reg[31:0] pcout;
wire[31:0] sumres;
assign sumres = reg1_i + reg2_i;
always @ ( * ) begin
    stall_req_o = 1'b0;
    if(rst == 1'b1) begin
        b_flag_o = 1'b0;
        b_target_o = 32'h00000000;
    end else begin
        case (aluop_i)
            5'hd: begin
                b_flag_o = 1'b1;
                b_target_o = {sumres[31:1], 1'b0};
            end
            5'hf:  begin
                b_flag_o = ~(reg1_i == reg2_i);
                b_target_o = pc_i + offset_i;
            end
            5'he: begin
                b_flag_o = (reg1_i == reg2_i);
                b_target_o = pc_i + offset_i;
            end
            5'h10: begin
                b_flag_o = ($signed(reg1_i) < $signed(reg2_i));
                b_target_o = pc_i + offset_i;
            end
            5'h11: begin
                b_flag_o = ($signed(reg1_i) >= $signed(reg2_i));
                b_target_o = pc_i + offset_i;
            end
            5'h12: begin
                b_flag_o = ((reg1_i) < (reg2_i));
                b_target_o = pc_i + offset_i;
            end
            5'h13: begin
                b_flag_o = ((reg1_i) >= (reg2_i));
                b_target_o = pc_i + offset_i;
            end
            default: begin
                b_flag_o = 1'b0;
                b_target_o = 32'h00000000;
            end
        endcase
    end
end
always @ ( * ) begin
    if(rst == 1'b1) begin
        logicout = 32'h00000000;
    end else begin
        case (aluop_i)
            5'h6: begin
                logicout = reg1_i | reg2_i;
            end
            5'h5: begin
                logicout = reg1_i ^ reg2_i;
            end
            5'h7: begin
                logicout = reg1_i & reg2_i;
            end
            default: begin
                logicout = 32'h00000000;
            end
        endcase
    end
end
always @ ( * ) begin
    if(rst == 1'b1) begin
        shiftout = 32'h00000000;
    end else begin
        case(aluop_i)
            5'h8: begin
                shiftout = reg1_i << (reg2_i[4:0]);
            end
            5'h9: begin
                shiftout = reg1_i >> (reg2_i[4:0]);
            end
            5'ha: begin
                shiftout = (reg1_i >> (reg2_i[4:0])) | ({32{reg1_i[31]}} << (6'd32 - {1'b0,reg2_i[4:0]}));
            end
            default : begin
                shiftout = 32'h00000000;
            end
        endcase
    end
end
always @ ( * ) begin
    if(rst == 1'b1) begin
        mem_addr_o = 32'h00000000;
        is_ld = 1'b0;
    end else begin
        case(aluop_i)
        5'h1a, 5'h19, 5'h1b: begin
            mem_addr_o = reg1_i + offset_i;
            is_ld = 1'b0;
        end
        5'h16, 5'h15, 5'h14, 5'h18, 5'h17: begin
            mem_addr_o = reg1_i + offset_i;
            is_ld = 1'b1;
        end
        default: begin
            mem_addr_o = 32'h00000000;
            is_ld = 1'b0;
        end
        endcase
    end
end
always @ ( * ) begin
    if(rst == 1'b1) begin
        arithout = 32'h00000000;
    end else begin
        case(aluop_i)
            5'h1: begin
                arithout = reg1_i + reg2_i;
            end
            5'h2: begin
                arithout = reg1_i - reg2_i;
            end
            5'h3: begin
                arithout = $signed(reg1_i) < $signed(reg2_i);
            end
            5'h4 : begin
                arithout = reg1_i < reg2_i;
            end
            5'hb: begin
                arithout = pc_i + offset_i;
            end
            default: begin
                arithout = 32'h00000000;
            end
        endcase
    end
end
always @ ( * ) begin
    if(wreg_i && !wd_i) begin
        wd_o = 32'h00000000;
        wreg_o = 1'b0;
        wdata_o = 32'h00000000;
        aluop_o = 5'h0;
    end else begin
        wd_o = wd_i;
        wreg_o = wreg_i;
        case (alusel_i)
            3'b100: begin
                wdata_o = pc_i + 4;
                aluop_o = 5'h0;
            end
            3'b001: begin
                wdata_o = logicout;
                aluop_o = 5'h0;
            end
            3'b010: begin
                wdata_o = shiftout;
                aluop_o = 5'h0;
            end
            3'b011: begin
                wdata_o = arithout;
                aluop_o = 5'h0;
            end
            3'b101: begin
                aluop_o = aluop_i;
                wdata_o = reg2_i;
            end
            default: begin
                wdata_o = 32'h00000000;
                aluop_o = 5'h0;
            end
        endcase
    end
end
endmodule  
```
==> summary.txt <==
This memo summarizes the results of the implementation run.

Clocking
The number of gates given a new drive strength after cts is 0. The quantity of hold-fixing buffers added after cts is 0. The buffers inserted during post-CTS setup optimization is 0.

Synth
The portion of the post-synthesis area used by sequential elements is 0. The synthesized netlist was found by Yosys to have 2150 cells. The chip area in the Yosys report is 14100 µm². The synthesis report lists the Yosys warning total as 1. The average instance in the mapped netlist occupies 6.54 µm².

The netlist area before placement is 14100 µm². Per the post-synthesis report, the number of cells in the design is 2150. The number of unique standard cell types used by synthesis is 87.

Layout
Per the run report, area growth between synthesis and finish was 21.6%. Per the layout report, the design carries 4852 filler cells. The top cell types in the final layout, fill and taps aside, are clkdlybuf4s50_1, nor2_1, nand2_1, a21oi_1, ha_1. The number of clock buffer instances in the layout is 0. The area taken by multi-input combinational cells is reported as 13000 µm². The most used logic cell in the final layout is clkdlybuf4s50_1. The fraction of layout cells with a size suffix above 1 is 0.0543. The sequential cell count is 0.

The register area is 0 µm².

Routing
Across all layers, the routed design uses 18300 vias. The first routing iteration left 1983 violations. The routed design shows a via density per instance of 6.32. The detail-routed net length per standard cell is 27.6 µm. The total iterations of the first detailed-routing run is 10. Once detail routing completed, the nets flagged for antenna violations numbered 0. The final routed wirelength across all metal layers is 80100 µm. After detailed routing, the number of remaining DRC violations is 0.

STA
For this run, the final setup violation count is recorded as 0. For the final routed database, the setup TNS stands at 0 ns. The final critical-path share of the clock period is 0.611. The transition time recorded at the tightest slew-check pin is 1.01 ns. The highest clock frequency the design can meet is 69.1 MHz. In the final report, the number of pins over their slew limit comes to 0. The final critical path time including I/O delays and setup is 14.48 ns.

Setup repair after global routing left no endpoint under its margin. The final hold violation count is 0. The worst slew margin relative to its limit is 0.322.

Critical path
The cell sequence reported for the critical path is clkdlybuf4s50_1 > buf_4 > inv_1 > ha_1 > o211ai_1 > o211ai_1 > a41oi_2 > o311ai_0 > a21oi_1 > o31ai_2 > a21o_1 > a21oi_1 > xnor2_1 > o22ai_1 > clkdlybuf4s50_1. STA classifies the critical path startpoint as a primary input. The maximum fanout count along the critical path is 28. The sum of buffers and inverters on the critical path is 4. The timing report attributes the biggest portion of critical-path delay to AND-OR/OR-AND gates.

According to the timing report, the arrival time at the worst endpoint equals 9.74 ns. The critical path's slowest stage uses the library cell ha_1. On the worst path, the slowest cell contributes a delay of 0.62 ns. The critical path required time is 18.96 ns. The worst setup path is captured at an output port.

The setup path with the least slack is of type primary input to output port.

Pwr
The flow reported a cell area power density of 23.2 nW/µm². The internal power component is 0.151 mW. Of the total power, the share spent switching nets is 0.618.

The power consumption is 0.396 mW. The script extracted a total leakage power of 6.81 nW. The worst IR drop on VDD is 0.0108 mV.

The net switching power is 0.245 mW.

Placement
Port buffering added 254 buffers. For this run the detailed placement stage logged an HPWL of 63500 µm. The placement summary gives the final routability congestion estimate as 1.05.

Global routing
The global-route wire length before repair is 116000 µm. The overall routing resource usage is 0.334. The number of antenna violations at the first check in global routing is 2.

Global routing finished with a remaining overflow of 0. Entering global routing, the biggest net connects 54 pins. The number of global-route vias before repair is 17400.

Run status
The run finished with clean final reports.

Floorplanning
According to the floorplan report, the die width is 218 µm. 255 I/O pins were placed. After floorplanning, the die was sized to cover 47700 µm². The core footprint is 45800 µm². The vertical die dimension reported for this design is 218 µm. The number of placement rows is 78. For this configuration, the core starts out at a cell density of 0.307.

Flow run
The tool flagged a number of max-cap violations equal to 0. The number of warnings in the stage logs is 96.

Min path
The worst hold path belongs to the class primary input to output port.
-- synthesized netlist by cell type (all sizes together) (43+ instances only) --
cell type	number	area (µm²)
nor2	247	932
nand2	195	737
a21oi	181	943
o21ai	167	836
ha	160	2000
inv	128	480
clkbuf	99	372
xnor2	87	815
mux2i	59	591
a22oi	55	413
buf	53	245
nor3	48	262
nand3	47	235
a211oi	43	333
a21o	43	324
-- power by group through the flow --
stage                 Clock, mW  Combinational [mW]  Sequential (mW)
after CTS                     0               0.387                0
after global routing          0               0.426                0
-- logic make-up after synthesis --
group	after synthesis	synth area share
AOI/OAI and AO/OA	807	0.388
xor gates and xnor gates	127	0.0829
muxes	90	0.0813
adders and majority gates	165	0.149
and+or+nand+nor	680	0.220
buffers and inverters	280	0.0781
other	1	0.000267
-- worst paths after layout --
check / start / to / slack (ns) / depth (start not counted)
worst max-delay path: reg2_i[4] / b_target_o[30] / 9.22 / 15
worst min-delay path: aluop_i[1] / aluop_o[1] / 10.18 / 3
-- layout make-up --
class / instances / share of cell area
diodes: 3 / 0.000439
multi-input cells: 1870 / 0.759
well taps: 600 / 0.0439
repair buffers: 303 / 0.169
inverters: 128 / 0.0281
-- routing by layer --
layer	wire, µm	global-route usage	vias to the layer above
met5	0	0	-
met4	3150	0.111	0
met3	7990	0.0610	180
met2	34400	0.498	1149
met1	34600	0.483	8685
li1	-	-	8333
-- through the flow --
stage | cells | util | instance area (µm²) | hold WS (ns) | worst slack, ns
final | 2904 | 0.374 | 17100 | 10.18 | 9.22
after global routing | 2901 | 0.373 | 17100 | 10.21 | 8.95
after CTS | 2901 | 0.373 | 17100 | 10.18 | 9.28
after detailed placement | 2901 | 0.373 | 17100 | 10.18 | 9.28
after global placement | 2901 | 0.373 | 17100 | 10.18 | 9.35
after floorplan | 2150 | - | 14100 | 9.52 | 10.52
Power is estimated from default activity; no workload was simulated.
